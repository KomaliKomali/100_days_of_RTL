## flow/config.mk

```make
export PLATFORM = sky130hd
export DESIGN_NAME = async_1_port
export DESIGN_NICKNAME = async_1_port
export VERILOG_FILES = /design/flow/design.v
export SDC_FILE = /design/flow/constraint.sdc
export NUM_CORES = 4
export LEC_CHECK = 1
export CORE_UTILIZATION = 50
```

## flow/constraint.sdc

```tcl
current_design async_1_port

set clk_period 4.7
set clk_io_pct 0.2

create_clock -name clk0 -period $clk_period

set non_clock_inputs [all_inputs -no_clocks]
set_input_delay [expr $clk_period * $clk_io_pct] -clock clk0 $non_clock_inputs
set_output_delay [expr $clk_period * $clk_io_pct] -clock clk0 [all_outputs]
```

## flow/design.v

```verilog
interface sr_if;
 logic s;
 logic r;
 logic q;
 logic qbar;
 modport wr_drv_mp(output s, output r);
 modport wr_mon_mp(input s, input r);
 modport rd_mon_mp(input q, input qbar);
 endinterface 
module async_1_port(input [3:0]addr,input we,re,inout [7:0]data);
 reg [7:0]mem[15:0]; 
 always@(*)
 begin
  if(we && !re)
   mem[addr] = data;
 end  
   assign data = (re && !we) ? mem[addr] : 7'bz;
endmodule   
```

## flow/run.sh

```bash
#!/bin/bash
# OpenROAD 26Q1-2900-gdf79404cd8, Yosys 0.63+post, stock flow scripts
make -C /OpenROAD-flow-scripts/flow DESIGN_CONFIG=/design/flow/config.mk WORK_HOME=/design/flow/orfs finish
```

==> results_slide.txt <==
Run Summary

Clocking
  • Post_cts resized: 0
  • Number of setup buffers added after CTS: 0
  • Hold buffer count at cts: 0

Placement
  • PortBufs: 6
  • Setup WS pre-CTS: 0.633 ns
  • RePlAce Congestion: 0.909
  • HPWL after DPL: 5930 um

Yosys
  • Tally of yosys warning messages: 131
  • Post-Syn Area: 3420 um^2
  • Synth flops: 128
  • Syn avg cell area: 10.1 um^2
  • Post-synthesis cell count: 338
  • Distinct lib cells: 44
  • # Cells Yosys: 338
  • Chip Area, Yosys: 3420 um^2

Run status
  • Stop Error: [error] [KeplerFormal.cpp:679] Workflow failed: Iso has multiple drivers: .data0, _372_.Y0
  • Last stage: clock tree synthesis (4_1_cts)
  • Outcome: stopped before the end

STA
  • Count of unclocked register or latch pins: 128
  • Endpoints left unconstrained: 128

Die
  • Fp_density: 52.7%
  • Ports: 14
  • Die X: 84.8 um
  • Die height: 84.8 um
  • Row count: 29
## cells in the mapped netlist (all sizes together)
| master | number | area share (%) |
|---|---|---|
| a21o | 1 | 0.22 |
| o31ai | 7 | 1.5 |
| a31oi | 8 | 1.5 |
| a21oi | 6 | 0.88 |
| and2b | 2 | 0.44 |
| nand2b | 2 | 0.37 |
| mux2i | 2 | 0.58 |
| a22oi | 7 | 1.5 |
| buf | 16 | 4.0 |
| mux4 | 1 | 0.66 |
| a21boi | 6 | 1.3 |
| a22o | 14 | 3.6 |
| nand3 | 14 | 2.0 |
| nand2 | 15 | 1.6 |
| and3b | 1 | 0.26 |
| o211ai | 1 | 0.22 |
| a221o | 7 | 2.0 |
| a221oi | 10 | 2.9 |
| clkbuf | 9 | 1.0 |
| o32ai | 1 | 0.26 |
| a32o | 7 | 2.1 |
| dlxtn | 128 | 56 |
| nor2 | 7 | 0.99 |
| or3 | 1 | 0.18 |
| nand3b | 12 | 2.6 |
| nor3b | 3 | 0.95 |
| and2 | 2 | 0.44 |
| mux2 | 8 | 2.6 |
| a2bb2o | 1 | 0.58 |
| or3b | 6 | 1.5 |
| o21ai | 14 | 2.0 |
| nor2b | 7 | 1.3 |
| nand4 | 1 | 0.18 |
| nor3 | 1 | 0.15 |
| inv | 9 | 0.99 |
| a31o | 1 | 0.26 |
## through the flow
step | cells | instance area, um^2 | power [mW] | hold slack (ns) | util (%)
2_1_floorplan | 338 | 3420 | 0.140 | 2.25 | -
3_3_place_gp | 415 | 3550 | 0.184 | 2.70 | 54.7
3_5_place_dp | 415 | 3550 | 0.172 | 2.71 | 54.7
## logic make-up after synthesis
logic type | after synthesis | share of synthesized area [%]
latches | 128 | 56.1
simple gates | 74 | 13.1
compound gates | 91 | 20.9
mux | 11 | 3.87
buf+inv | 34 | 5.99
Power is estimated from default activity; no workload was simulated.
