==> flow/design.v <==
interface sr_if;
 logic s;
 logic r;
 logic q;
 logic qbar;
 modport wr_drv_mp(output s, output r);
 modport wr_mon_mp(input s, input r);
 modport rd_mon_mp(input q, input qbar);
 endinterface 
module barrelshifter(in, ctrl, out);
  input  [7:0] in;
  input [2:0] ctrl;
  output [7:0] out;
  wire [7:0] x,y;
mux2X1  ins_17 (.in0(in[7]),.in1(1'b0),.sel(ctrl[2]),.out(x[7]));
mux2X1  ins_16 (.in0(in[6]),.in1(1'b0),.sel(ctrl[2]),.out(x[6]));
mux2X1  ins_15 (.in0(in[5]),.in1(1'b0),.sel(ctrl[2]),.out(x[5]));
mux2X1  ins_14 (.in0(in[4]),.in1(1'b0),.sel(ctrl[2]),.out(x[4]));
mux2X1  ins_13 (.in0(in[3]),.in1(in[7]),.sel(ctrl[2]),.out(x[3]));
mux2X1  ins_12 (.in0(in[2]),.in1(in[6]),.sel(ctrl[2]),.out(x[2]));
mux2X1  ins_11 (.in0(in[1]),.in1(in[5]),.sel(ctrl[2]),.out(x[1]));
mux2X1  ins_10 (.in0(in[0]),.in1(in[4]),.sel(ctrl[2]),.out(x[0]));
mux2X1  ins_27 (.in0(x[7]),.in1(1'b0),.sel(ctrl[1]),.out(y[7]));
mux2X1  ins_26 (.in0(x[6]),.in1(1'b0),.sel(ctrl[1]),.out(y[6]));
mux2X1  ins_25 (.in0(x[5]),.in1(x[7]),.sel(ctrl[1]),.out(y[5]));
mux2X1  ins_24 (.in0(x[4]),.in1(x[6]),.sel(ctrl[1]),.out(y[4]));
mux2X1  ins_23 (.in0(x[3]),.in1(x[5]),.sel(ctrl[1]),.out(y[3]));
mux2X1  ins_22 (.in0(x[2]),.in1(x[4]),.sel(ctrl[1]),.out(y[2]));
mux2X1  ins_21 (.in0(x[1]),.in1(x[3]),.sel(ctrl[1]),.out(y[1]));
mux2X1  ins_20 (.in0(x[0]),.in1(x[2]),.sel(ctrl[1]),.out(y[0]));
mux2X1  ins_07 (.in0(y[7]),.in1(1'b0),.sel(ctrl[0]),.out(out[7]));
mux2X1  ins_06 (.in0(y[6]),.in1(y[7]),.sel(ctrl[0]),.out(out[6]));
mux2X1  ins_05 (.in0(y[5]),.in1(y[6]),.sel(ctrl[0]),.out(out[5]));
mux2X1  ins_04 (.in0(y[4]),.in1(y[5]),.sel(ctrl[0]),.out(out[4]));
mux2X1  ins_03 (.in0(y[3]),.in1(y[4]),.sel(ctrl[0]),.out(out[3]));
mux2X1  ins_02 (.in0(y[2]),.in1(y[3]),.sel(ctrl[0]),.out(out[2]));
mux2X1  ins_01 (.in0(y[1]),.in1(y[2]),.sel(ctrl[0]),.out(out[1]));
mux2X1  ins_00 (.in0(y[0]),.in1(y[1]),.sel(ctrl[0]),.out(out[0]));
endmodule
module mux2X1( in0,in1,sel,out);
input in0,in1;
input sel;
output out;
assign out=(sel)?in1:in0;
endmodule
==> flow/run.sh <==
#!/bin/bash
# OpenROAD 26Q1-2900-gdf79404cd8, Yosys 0.63+post, stock flow scripts
make -C /OpenROAD-flow-scripts/flow DESIGN_CONFIG=/design/flow/config.mk WORK_HOME=/design/flow/orfs finish
==> flow/config.mk <==
export PLATFORM = sky130hd
export DESIGN_NAME = barrelshifter
export DESIGN_NICKNAME = barrelshifter
export VERILOG_FILES = /design/flow/design.v
export SDC_FILE = /design/flow/constraint.sdc
export NUM_CORES = 4
export LEC_CHECK = 1
export CORE_AREA = 10 10 70 70
export DIE_AREA = 0 0 80 80
==> flow/constraint.sdc <==
current_design barrelshifter

set clk_period 2.0
set clk_io_pct 0.2

create_clock -name clk0 -period $clk_period

set non_clock_inputs [all_inputs -no_clocks]
set_input_delay [expr $clk_period * $clk_io_pct] -clock clk0 $non_clock_inputs
set_output_delay [expr $clk_period * $clk_io_pct] -clock clk0 [all_outputs]
==> run notes <==
Results of the flow run.

The highest clock rate this design can be run at is 527.0 MHz. Relative to the synthesized area, the layout overhead comes to 74.80%. Setup repair after global routing left no endpoint under its margin. After synthesis, the mean cell area works out to 8.937 um^2. The count of unique library cells instantiated by Yosys stands at 14.

The global route stage reports its total congestion overflow as 0. The number of global-route vias before repair stands at 296. Once iteration 0 of detailed routing completed, the report listed 6 DRC markers. OpenROAD emitted warnings numbering 32. In the log, the iteration count for the first detailed-route pass is 2. The sequential cell area stands at 0 um^2.

The design has 0 sequential cells. The minimum setup slack after placement stands at -452.5 ps. According to the Yosys statistics, the synthesized design has a chip area of 312.8 um^2.

The final period demand of the worst path stands at 1897 ps. The number of cells traversed by the worst hold path stands at 5. The tightest min-delay check is of the primary input to output pin type.

The slew at the pin closest to its max-slew limit stands at 383.4 ps. STA classifies the critical path startpoint as a primary input. The placement summary gives the final routability congestion estimate as 0.6972.

The number of warnings reported in the yosys synthesis log stands at 0. STA classifies the critical path endpoint as an output pin. The area taken by multi-input combinational cells is reported as 247.7 um^2. The total leakage power stands at 0.2718 nW.

The first global-routing pass estimated 1.324 mm of wire. After floorplanning, the die was sized to cover 6400 um^2. The worst IR drop on VDD stands at 0.03201 mV. The remaining number of nets flagged by the antenna check after routing stands at 0. OpenSTA lists the critical path startpoint as ctrl[0]. The mapped cell area stands at 312.8 um^2. Of the synthesized area, sequential elements account for 0. The antenna cell count stands at 0. The count of instantiated cells in the yosys netlist stands at 35. The worst setup slack after layout stands at 102.5 ps. Per the detailed-route log, wirelength across all metal layers totals 880 um. Total power for the finished layout comes to 0.1069 mW. The data arrival time of the critical path stands at 1500 ps. The number of vias per cell stands at 2.938.

The power density over the cells stands at 195.6 nW/um^2. The site row count stands at 21. The run finished with clean final reports.

In this run the tightest slew margin relative to its limit is 0.7444. The required time of the worst setup path stands at 1600 ps. Measured along the x axis, the die boundary spans 80 um. The layout has 379 filler cells. The boundary pin count stands at 19. The clock buffer instance count of the final layout stands at 0. The via count stands at 285. The total count of max-transition violations in the final report stands at 0. The post-CTS hold buffer count recorded in the log is 0.

Buffers placed on the I/O ports in this run total 19. The final report lists the setup-violating endpoint count as 0. The critical path is of the primary input to output pin type.

The final hold violation count recorded for this run is 0. Measured along the y axis, the die boundary spans 80 um. Per the OpenROAD floorplan log, the area of the core is 3416 um^2. Per the post-synthesis report, the number of cells in the design is 35. For this sky-water flow run, the detailed-routed wirelength per cell is reported as 9.072 um. The initial antenna violation count came to 0. The global-route usage over all layers stands at 0.02334. The max-cap violation count stands at 0. The worst-path maximum fanout stands at 4. TritonRoute reported its final design rule violation total as 0.

OpenSTA lists the critical path endpoint as out[6]. The initial utilization of the core area, before any placement, comes to 0.09158. Entering global routing, the biggest net connects 10 pins.

The final period utilization stands at 0.9487. The fraction of layout cells with a size suffix above 1 stands at 0.4314.
## critical path, stage by stage
cell	delay [ps]
dlygate4sd2_1	320
mux2i_1	300
nor3_2	50
clkdlybuf4s50_1	420
## per-layer routing
layer / GRT usage / share of wire / wire [um]
met5: 0 / 0 / 0
met4: 0 / 0 / 0
met3: 0.005682 / 0.098 / 86
met2: 0.04414 / 0.50 / 437
met1: 0.02708 / 0.40 / 355
## where the power goes
group          internal [mW]  switching [mW]  total (mW)
combinational         0.0687          0.0382       0.107
sequential                 0               0           0
clock                      0               0           0
## cells by family (layout without fill, tap and decap cells)
kind of cell | after synthesis | count (layout) | share of synthesized area
buf+inv | 11 | 27 | 0.2520
simple gates | 7 | 7 | 0.1000
compound gates | 3 | 3 | 0.08798
mux | 14 | 14 | 0.5600
## per-stage QoR
step	hold slack (ps)	utilization	TNS, ps	area (um^2)	std cells
3_3_place_gp	1910	0.1509	-3017	515.5	94
3_5_place_dp	1912	0.1509	-3016	515.5	94
6_report	1345	0.1601	0	546.8	97
2_1_floorplan	1005	-	0	312.8	35
4_1_cts	1416	0.1531	0	523.0	96
5_1_grt	1384	0.1601	0	546.8	97
## cell usage in the layout, fill, tap and decap left out
cell type,synthesis,routed
dlygate4sd2_1,0,7
buf_12,0,1
inv_4,0,1
buf_2,0,4
dlymetal6s2s_1,0,2
a2bb2oi_2,1,1
mux2i_1,7,7
clkdlybuf4s50_1,0,5
mux2_2,2,1
buf_4,8,5
clkdlybuf4s15_1,0,1
nand2b_1,1,1
buf_6,1,1
mux2_4,4,5
o22ai_1,2,2
mux2i_4,1,1
nor2_1,2,2
nand2_1,2,2
nor3_2,0,2
## worst min-delay path by stage
stage / from / end / slack, ps
4_1_cts: ctrl[2] / out[1] / 1420
5_1_grt: in[4] / out[2] / 1380
6_report: in[4] / out[2] / 1340
## synthesized netlist by cell type
master | count | area (um^2)
mux2_4 | 4 | 60.06
mux2i_4 | 1 | 22.52
mux2_2 | 2 | 22.52
a2bb2oi_2 | 1 | 15.01
nor2_1 | 2 | 7.510
nand2b_1 | 1 | 6.260
inv_2 | 1 | 3.750
o22ai_1 | 2 | 12.51
clkbuf_1 | 1 | 3.750
nand2_1 | 2 | 7.510
buf_4 | 8 | 60.06
buf_6 | 1 | 11.26
mux2i_1 | 7 | 70.07
nor3_1 | 2 | 10.01
## what timing repair did
action                     4_1_cts  5_1_grt
pin swaps                        3        0
resized                         23        5
buffers inserted                 2        1
setup endpoints to repair        8        6
## layout make-up
| class | count | area share |
|---|---|---|
| repair buffers | 26 | 0.4302 |
| multi-input cells | 24 | 0.4531 |
| inverters | 1 | 0.01144 |
| well taps | 46 | 0.1053 |
Power and IR drop assume default switching activity.
