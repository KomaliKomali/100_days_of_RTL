$ cat /design/flow/design.v
interface sr_if;
 logic s;
 logic r;
 logic q;
 logic qbar;
 modport wr_drv_mp(output s, output r);
 modport wr_mon_mp(input s, input r);
 modport rd_mon_mp(input q, input qbar);
 endinterface 
module fifo(input empty,full,rst,clk,we,re,input [7:0]data_in,output reg [7:0]data_out);
  reg [3:0]wr_pntr,rd_pntr;
  reg [7:0]mem[15:0];
  integer i;
	assign empty = (wr_pntr == rd_pntr)? 1'b1:1'b0;
	assign full = (wr_pntr == 4'b1111 & rd_pntr == 4'b0000) ? 1'b1 : 1'b0;
 always@(posedge clk)
  begin
   if(rst)
    begin
     for(i=0; i<16; i=i+1)
      begin
        mem[i] <= 0;
        wr_pntr <= 4'b0000;
      end
    end 
   else if((we == 1'b1) & (full == 1'b0))
    begin
     mem[wr_pntr] = data_in;
     wr_pntr <= wr_pntr+1;
    end
   else
     wr_pntr <= wr_pntr;
  end
 always@(posedge clk)
  begin
   if(rst)
    begin
     rd_pntr <= 4'b0000;
	 data_out <= 8'b0;
	end
   else if((re == 1'b1) & (empty==1'b0))
    begin
     data_out <= mem[rd_pntr];
     rd_pntr <= rd_pntr+1;
    end
   else
    rd_pntr <= rd_pntr;
  end
endmodule  
$ cat /design/flow/run.sh
#!/bin/bash
# OpenROAD 26Q1-2900-gdf79404cd8, Yosys 0.63+post, stock flow scripts
make -C /OpenROAD-flow-scripts/flow DESIGN_CONFIG=/design/flow/config.mk WORK_HOME=/design/flow/orfs finish
$ cat /design/flow/config.mk
export PLATFORM = sky130hd
export DESIGN_NAME = fifo
export DESIGN_NICKNAME = fifo
export VERILOG_FILES = /design/flow/design.v
export SDC_FILE = /design/flow/constraint.sdc
export NUM_CORES = 4
export LEC_CHECK = 1
export CORE_UTILIZATION = 30
$ cat /design/flow/constraint.sdc
current_design fifo

set clk_period 4.9
set clk_io_pct 0.2

create_clock -name clk0 -period $clk_period [get_ports {clk}]

set non_clock_inputs [all_inputs -no_clocks]
set_input_delay [expr $clk_period * $clk_io_pct] -clock clk0 $non_clock_inputs
set_output_delay [expr $clk_period * $clk_io_pct] -clock clk0 [all_outputs]
==> results.txt <==
The synthesis and place-and-route flow finished, so here is a summary.

The flow ran to the end, and the final reports show no timing, DRC or antenna violations. The largest vdd supply drop came out at 0.0002627 V. The count of placed standard cells in the final layout, fillers left out came out at 789. The count of pins on the block boundary is 22.

Timing analysis after detailed placement gives a worst setup slack of 1628 ps. The kind of path behind the tightest hold check is register to register. STA classifies the critical path endpoint as a register. The instance count after placement with tap cells included is 757. Final hold analysis gives a worst-case slack of 495.2 ps. The relative slew slack came out at 0.4589.

The final design instance area without fill is 7677 um2. According to the dpl log, the detail-placed design has an HPWL of 9.534 mm. In the post-route report, total wirelength is listed as 14.32 mm.

The share of power burned in combinational logic came out at 0.122. The final count of negative-setup-slack endpoints came out at 0. The yosys warning tally came out at 4.

The sequential cell area fraction in the yosys report is 0.6197. The number of max-slew violations in the final report came out at 0. The tree is rooted in a clkbuf_16. The wire length of the first global-routing pass is 22.16 mm. The count of endpoints failing hold in the final timing report is 0.

The clock net sink count is 144. The switching share of total power came out at 0.2355. Buffers inserted to repair hold after CTS numbered 0. The area growth from synthesis to layout came out at 14.26%. The power density over the cells is 403.8 nW/um2. Per the detail_route report, the via count comes to 3695. The detailed-route wire length per cell came out at 18.15 um. The number of gates resized after CTS came out at 0. Measured along the y axis, the die boundary spans 151.7 um.

Per the post-route antenna check, the number of violating nets is 0. The first TritonRoute pass finished after 4 iterations. The final sum of negative setup slack came out at 0 ps. In the global route stage, overall resource usage came out at 0.1390. The average via count per standard cell is 4.683. The placed instance area came out at 7086 um2. The OpenROAD warning count is 31. Per the CTS log, the buffer count on the longest clock path is 2. The number of antenna diodes came out at 0. In this run, CTS created clock tree buffers numbering 17. The sequential share of power is 0.465. The global-route congestion overflow total came out at 0. The post-route minimum period came out at 2897 ps. The startpoint type of the worst setup path is a primary input. The slew of the pin with the lowest slew margin is 811.6 ps. The critical path is of the primary input to register type. The horizontal die dimension came out at 151.7 um. Post-synthesis, Yosys gives the total cell area as 6719 um2. The latest clock arrival within the worst-skew pair is 410 ps. The post-CTS repair timing setup buffer count is 0.

The number of synthesized register bits came out at 144. The number of rows created at floorplan is 54. The depth of the worst register-to-register path came out at 6.

The number of H-tree levels came out at 4. The violation tally recorded at the end of detailed-routing iteration 0 is 238. The mapped netlist covers 6719 um2. In the Yosys stats the netlist draws on 37 distinct library cells.

The clock transition at the registers of the reported paths came out at 60 ps. The largest net degree at the start of global routing is 39. The net switching power is 730.0 uW. Post-route period utilization is reported as 0.5912. The fmax is 0.3452 GHz. The starting density of the core is 0.3069. The number of global-route vias before repair is 3867. The clock tree from TritonCTS is built.

The final critical-path setup slack is 2003 ps. The worst hold path passes through 2 cells. The clock group share of total power is 0.413.

Once layout is complete, the utilization of the core stands at 0.3507. Per the run summary, max-cap violations total 0. The sum of internal, switching and leakage power is 3.100 mW. According to the timing report, the data required time at the worst endpoint equals 5000 ps. The synth_stat.txt file lists the number of cells as 486. Of all nets on the critical path, the largest fanout is 35. The number of input and output port buffers inserted is 19. The post-synthesis cell count is 486.

The area inside the core boundary came out at 21890 um2. The worst setup skew after layout is 6.974 ps. The script parses the final routing iteration and logs DRC violations as 0.

The arrival time at the worst endpoint is 3000 ps. The initial antenna violation count came out at 0. In the final layout, the share of cells above drive strength 1 is 0.1454. The placer's final routability congestion estimate came out at 0.8171. The internal power consumption came out at 2.370 mW.

Summed over all cells, the static leakage comes to 2.678 nW. The synthesized area divided by synthesized cell count came out at 13.82 um2. Setup repair after global routing left no endpoint under its margin.

The total die size is 23000 um2.
-- cells in the mapped netlist, drive strengths merged --
master / number / share of area
mux4: 16 / 0.054
clkbuf: 12 / 0.0067
nand3: 1 / 0.00074
or3: 1 / 0.00093
nor2b: 3 / 0.0028
a211oi: 8 / 0.0089
a311oi: 8 / 0.010
and2: 129 / 0.12
a21oi: 1 / 0.0013
xnor2: 2 / 0.0026
edfxtp: 128 / 0.57
o21ai: 1 / 0.00074
o41a: 1 / 0.0017
inv: 4 / 0.0022
nand4: 1 / 0.00093
and3: 1 / 0.00093
or2: 16 / 0.015
mux2: 1 / 0.0017
a31o: 1 / 0.0013
o22ai: 16 / 0.016
nand2b: 3 / 0.0028
xor2: 6 / 0.0078
o211ai: 2 / 0.0022
mux2i: 34 / 0.051
ha: 6 / 0.011
or3b: 2 / 0.0026
nor2: 28 / 0.016
nand2: 13 / 0.0073
dfxtp: 16 / 0.048
nand4bb: 1 / 0.0017
buf: 19 / 0.023
nand3b: 1 / 0.0011
nor3: 4 / 0.0060
-- layer usage --
metal  vias to the layer above  part of all wire  global-route usage
met5                         -                 0                   0
met4                         0             0.025             0.03119
met3                        21             0.082             0.06473
met2                       120              0.48              0.2170
met1                      1771              0.41              0.1814
li1                       1783                 -                   -
-- sequential cells by signal (all words and copies together) (netlist names) --
name      cells
data_out      8
rd_pntr       4
mem         128
wr_pntr       4
-- logic make-up (layout without fill, tap and decap cells) --
logic type	count (synthesis)	count (layout)	synth area share
buf+inv	35	58	0.03184
fa+ha+maj	6	6	0.01117
flops	144	144	0.6197
mux	51	51	0.1060
simple gates	204	204	0.1784
xor+xnor	8	8	0.01043
compound gates	38	38	0.04246
-- path summary, 6_finish.rpt --
check / from / slack, ps / endpoint
max reg2reg: rd_pntr[0] / 2460 / mem[12][7]
max: rst / 2000 / mem[2][5]
min reg2reg: data_out[2] / 500 / data_out[2]
min: data_out[2] / 500 / data_out[2]
-- critical path, stage by stage --
cell and delay, ps:
clkdlybuf4s50_1 400, buf_4 260, nor2b_1 270, nand2_1 230, nor3_2 500, or2_2 340
-- power groups by stage --
stage     registers, mW  clock network (mW)  logic (mW)
6_report           1.44                1.28       0.378
5_1_grt            1.45                1.35       0.414
4_1_cts            1.44                1.30       0.383
-- cells in the final DEF, fill, tap and decap left out, drive strengths merged, types with 7 or more instances in the layout --
cell type | synthesis | routed
and2 | 129 | 129
edfxtp | 128 | 128
mux2i | 34 | 34
nor2 | 28 | 28
clkdlybuf4s50 | 0 | 19
clkbuf | 12 | 17
or2 | 16 | 16
mux4 | 16 | 16
o22ai | 16 | 16
dfxtp | 16 | 16
nand2 | 13 | 13
a211oi | 8 | 8
a311oi | 8 | 8
inv | 4 | 7
clkinv | 0 | 7
-- layout make-up --
| class | instances | area (um2) |
|---|---|---|
| multi-input cells | 307 | 2341 |
| repair buffers | 22 | 212.7 |
| fillers | 2032 | 14210 |
| well taps | 280 | 350.3 |
| inverters | 4 | 15.01 |
| clock buffers | 17 | 425.4 |
| clock inverters | 15 | 166.4 |
| flip-flops and latches | 144 | 4167 |
Power is estimated from default activity; no workload was simulated.
